`flow/run.sh`:
```
#!/bin/bash
# OpenROAD 26Q1-2900-gdf79404cd8, Yosys 0.63+post, stock flow scripts
make -C /OpenROAD-flow-scripts/flow DESIGN_CONFIG=/design/flow/config.mk WORK_HOME=/design/flow/orfs finish
```
`flow/constraint.sdc`:
```
current_design debug_display

set clk_period 3.4
set clk_io_pct 0.2

create_clock -name clk0 -period $clk_period [get_ports {pclk}]

set non_clock_inputs [all_inputs -no_clocks]
set_input_delay [expr $clk_period * $clk_io_pct] -clock clk0 $non_clock_inputs
set_output_delay [expr $clk_period * $clk_io_pct] -clock clk0 [all_outputs]
```
`flow/design.v`:
```
module debug_display(
        input                       rst_n,
        input                       pclk,
        input                       i_hs,
        input                       i_vs,
        input                       i_de,
        input[23:0]                 i_data,
        input[31:0]                 order_count,
        input[31:0]                 bbo_count,
        input[63:0]                 current_symbol,
        input[31:0]                 bid_price,
        input[31:0]                 ask_price,
        input[31:0]                 spread,
        input                       bbo_valid,
        input[1:0]                  debug_mode,
        output                      o_hs,
        output                      o_vs,
        output                      o_de,
        output[23:0]                o_data
    );
    parameter OSD_X_START = 12'd50;
    parameter OSD_Y_START = 12'd50;
    parameter CHAR_WIDTH  = 12'd8;
    parameter CHAR_HEIGHT = 12'd16;
    parameter LINE_SPACING = 12'd20;
    wire[11:0]                  pos_x;
    wire[11:0]                  pos_y;
    wire                        pos_hs;
    wire                        pos_vs;
    wire                        pos_de;
    wire[23:0]                  pos_data;
    reg[23:0]                   v_data;
    reg                         region_active;
    reg                         region_active_d0;
    assign o_data = v_data;
    assign o_hs = pos_hs;
    assign o_vs = pos_vs;
    assign o_de = pos_de;
    always@(posedge pclk) begin
        if(pos_y >= OSD_Y_START && pos_y < OSD_Y_START + 12'd300 &&
                pos_x >= OSD_X_START && pos_x < OSD_X_START + 12'd600)
            region_active <= 1'b1;
        else
            region_active <= 1'b0;
    end
    always@(posedge pclk) begin
        region_active_d0 <= region_active;
    end
    wire [23:0] order_count_color;
    wire [23:0] bbo_count_color;
    assign order_count_color =
        (order_count == 32'd0) ? 24'hff0000 :   
        (order_count < 32'd100) ? 24'h00ff00 :  
        (order_count < 32'd1000) ? 24'h00ffff :  
        (order_count < 32'd10000) ? 24'hffff00 :  
        24'hff00ff;   
    assign bbo_count_color =
        (bbo_count == 32'd0) ? 24'hff0000 :
        (bbo_count < 32'd100) ? 24'h00ff00 :
        (bbo_count < 32'd1000) ? 24'h00ffff :
        (bbo_count < 32'd10000) ? 24'hffff00 :
        24'hff00ff;
    always@(posedge pclk) begin
        if(region_active_d0 == 1'b1)
            if((pos_x[3:0] == 4'b0000) || (pos_y[3:0] == 4'b0000))
                v_data <= 24'hffffff;   
            else if((pos_x >= 12'd50 && pos_x < 12'd300) && (pos_y >= 12'd50 && pos_y < 12'd120))
                v_data <= order_count_color;
            else if((pos_x >= 12'd320 && pos_x < 12'd570) && (pos_y >= 12'd50 && pos_y < 12'd120))
                v_data <= bbo_count_color;
            else if((pos_x >= 12'd50 && pos_x < 12'd200) && (pos_y >= 12'd140 && pos_y < 12'd156))
                v_data <= (debug_mode[0] || debug_mode[1]) ? 24'h00ff00 : 24'h808080;
            else if((pos_x >= 12'd50 && pos_x < 12'd200) && (pos_y >= 12'd170 && pos_y < 12'd186))
                v_data <= bbo_valid ? 24'h00ff00 : 24'hff0000;
            else
                v_data <= pos_data;     
        else
            v_data <= pos_data;
    end
    timing_gen_xy timing_gen_xy_m0
                  (
                      .rst_n                      (rst_n                  ),
                      .clk                        (pclk                   ),
                      .i_hs                       (i_hs                   ),
                      .i_vs                       (i_vs                   ),
                      .i_de                       (i_de                   ),
                      .i_data                     (i_data                 ),
                      .o_hs                       (pos_hs                 ),
                      .o_vs                       (pos_vs                 ),
                      .o_de                       (pos_de                 ),
                      .o_data                     (pos_data               ),
                      .x                          (pos_x                  ),
                      .y                          (pos_y                  )
                  );
endmodule
module timing_gen_xy(
	input                   rst_n,   
	input                   clk,
	input                   i_hs,    
	input                   i_vs,    
	input                   i_de,    
	input[23:0]             i_data,  
	output                  o_hs,    
	output                  o_vs,    
	output                  o_de,    
	output[23:0]            o_data,  
	output[11:0]            x,         
	output[11:0]            y          
);
reg de_d0;
reg de_d1;
reg vs_d0;
reg vs_d1;
reg hs_d0;
reg hs_d1;
reg[23:0] i_data_d0;
reg[23:0] i_data_d1;
reg[11:0] x_cnt = 12'd0;
reg[11:0] y_cnt = 12'd0;
wire vs_edge;
wire de_falling;
assign vs_edge = vs_d0 & ~vs_d1;  
assign de_falling = ~de_d0 & de_d1;
assign o_de = de_d1;
assign o_vs = vs_d1;
assign o_hs = hs_d1;
assign o_data = i_data_d1;
always@(posedge clk)
begin
	de_d0 <= i_de;
	de_d1 <= de_d0;
	vs_d0 <= i_vs;
	vs_d1 <= vs_d0;
	hs_d0 <= i_hs;
	hs_d1 <= hs_d0;
	i_data_d0 <= i_data;
	i_data_d1 <= i_data_d0;
end
always@(posedge clk or negedge rst_n)
begin
	if(rst_n == 1'b0)
		x_cnt <= 12'd0;
	else if(de_d0 == 1'b1)
		x_cnt <= x_cnt + 12'd1;
	else
		x_cnt <= 12'd0;
end
always@(posedge clk or negedge rst_n)
begin
	if(rst_n == 1'b0)
		y_cnt <= 12'd0;
	else if(vs_edge == 1'b1)
		y_cnt <= 12'd0;
	else if(de_falling == 1'b1)
		y_cnt <= y_cnt + 12'd1;
	else
		y_cnt <= y_cnt;
end
assign x = x_cnt;
assign y = y_cnt;
endmodule
```
`flow/config.mk`:
```
export PLATFORM = sky130hd
export DESIGN_NAME = debug_display
export DESIGN_NICKNAME = debug_display
export VERILOG_FILES = /design/flow/design.v
export SDC_FILE = /design/flow/constraint.sdc
export NUM_CORES = 4
export LEC_CHECK = 1
export CORE_AREA = 10 10 181 181
export DIE_AREA = 0 0 191 191
```
==> flow_metrics.env <==
# implementation run metrics
export IMPL_die_h_um=191
export IMPL_placed_area_mm2=0.00575
export IMPL_root_buffer="clkbuf_16"
export IMPL_async_reset_ff_frac=0.231
export IMPL_cts_resized=0
export IMPL_cts_setup_buffers=0
export IMPL_fp_dieW_um=191
export IMPL_lay_top_count="clkdlybuf4s50_1"
export IMPL_antenna_found_initial=0
export IMPL_area_growth_pct=51.4
export IMPL_r2r_start="timing_gen_xy_m0.x_cnt[11]"
export IMPL_drt_iter0_drc=112
export IMPL_ys_ff=104
export IMPL_setup_slack_ps=322
export IMPL_gp_congestion=0.804
export IMPL_grt_pass1_vias=3162
export IMPL_overflow=0
export IMPL_core_area_mm2=0.0288
export IMPL_synth_yosys_warnings=2
export IMPL_finalSetupTns_ps=0
export IMPL_port_buffer_count=122
export IMPL_wl_met3_um=779
export IMPL_fmax_ghz=0.325
export IMPL_rows=62
export IMPL_drive_gt1_frac=0.0983
export IMPL_gr_usage_all_layers=0.0622
export IMPL_setup_violations=0
export IMPL_crit_required_ps=3680
export IMPL_critPathKind="reg2reg"
export IMPL_worst_slew_pin_slew_ps=573
export IMPL_reg2regPathDepth=7
export IMPL_cp_max_fo=8
export IMPL_avgViaCountPerCell=3.58
export IMPL_startpoint_type="flop"
export IMPL_postRouteAntennaNets=0
export IMPL_hold_start="timing_gen_xy_m0.i_data_d0[18]"
export IMPL_grt_max_degree=25
export IMPL_routed_top_layer="met4"
export IMPL_syn_inst=395
export IMPL_whs_ps=318
export IMPL_fin_crit_sh=0.905
export IMPL_route_met2_wl_um=5410
export IMPL_m1WireLength_um=5230
export IMPL_boundaryPins=283
export IMPL_rsz0062_at_grt="no"
export IMPL_postSynthSeqShare=0.550
export IMPL_cts_sinks=104
export IMPL_syn_area_mm2=0.00401
export IMPL_die_area_mm2=0.0365
export IMPL_totalWireLength_um=11600
export IMPL_holdCritPathClass="reg2reg"
export IMPL_yosys_cells=395
export IMPL_ys_dominant_reg_cell="dfxtp_1"
export IMPL_dp_cells=897
export IMPL_drt_pass1_iterations=4
export IMPL_mostFrequentLayoutCells="clkdlybuf4s50_1 (122), dfxtp_1 (80), nor2_1 (30)"
export IMPL_cts_buffer_depth=2
export IMPL_drc_errors=0
export IMPL_dp_slack_ps=347
export IMPL_powerDensity_mw_per_mm2=430
export IMPL_leakagePower_nw=2.34
export IMPL_irDropWorstVdd_mv=0.188
export IMPL_min_path_cells=0
export IMPL_clk_latency_ps=360
export IMPL_r2r_end="v_data[2]"
export IMPL_fp_util=0.139
export IMPL_holdPathEnd="timing_gen_xy_m0.i_data_d1[18]"
export IMPL_hold_buffers=0
export IMPL_maxCapViolations=0
export IMPL_dp_hpwl_um=9100
export IMPL_yosys_area_mm2=0.00401
export IMPL_synth_cell_types=59
export IMPL_maxSlewViolCount=0
export IMPL_max_slew_margin=0.608
export IMPL_cts_max_level=3
export IMPL_cts_tree="built"
export IMPL_power_mw=2.61
export IMPL_clk_pin_slew_ps=80
export IMPL_cp_arrival_ps=3360
export IMPL_end_kind="flop"
export IMPL_fin_area_mm2=0.00606
export IMPL_wl_per_cell_um=12.7
export IMPL_vias=3265
export IMPL_avgSynthCellArea_um2=10.1
export IMPL_synth_edff_count=0
export IMPL_final_core_util=0.211
export IMPL_fin_crit_ps=3080
export IMPL_warnings=187
export IMPL_hold_viol=0
export IMPL_status="finished clean"
export IMPL_fin_worst_skew_ps=13.0
export IMPL_reg2reg_slack_ps=320
export IMPL_numCtsBuffers=9
export IMPL_diodes=0
export IMPL_grt_pass1_wl_um=17800
export IMPL_stdcell_count=913
## kinds of logic (layout without fill, tap and decap cells)
| group | Yosys count | count (layout) | synth area share |
|---|---|---|---|
| simple gates | 135 | 135 | 0.182 |
| flops | 104 | 104 | 0.550 |
| compound gates | 92 | 92 | 0.177 |
| buf+inv | 43 | 177 | 0.0412 |
| xor+xnor | 17 | 17 | 0.0372 |
| fa+ha+maj | 4 | 4 | 0.0125 |
## routing by layer
metal,vias to the layer above,track usage
met5,-,0
met4,0,0.0106
met3,7,0.0165
met2,88,0.0990
met1,1507,0.0846
li1,1663,-
## registers in the layout, summed over array words and instances (netlist names)
signal / flops
timing_gen_xy_m0.vs_d0: 1
region_active: 1
timing_gen_xy_m0.x_cnt: 12
region_active_d0: 1
timing_gen_xy_m0.i_data_d0: 24
timing_gen_xy_m0.de_d1: 1
timing_gen_xy_m0.y_cnt: 12
timing_gen_xy_m0.i_data_d1: 24
timing_gen_xy_m0.hs_d0: 1
v_data: 24
timing_gen_xy_m0.hs_d1: 1
timing_gen_xy_m0.vs_d1: 1
timing_gen_xy_m0.de_d0: 1
## synthesized netlist by cell type (4+ instances only)
library cell	n	area, µm²
a211oi_2	8	100
a21o_1	7	52.6
a21oi_1	23	115
and2_1	10	62.6
and3_1	4	25.0
clkbuf_1	15	56.3
dfrtp_1	24	601
dfxtp_1	80	1600
ha_1	4	50.1
inv_1	26	97.6
nand2_1	23	86.3
nand3_1	6	30.0
nand4_1	9	56.3
nor2_1	30	113
nor2b_1	6	37.5
nor3_1	7	35.0
nor4_1	15	93.8
o21ai_0	17	85.1
or3_1	10	62.6
xnor2_1	14	123
## power by group
group | total, mW | internal [mW] | switching (mW)
Sequential | 1.31 | 1.28 | 0.0291
Clock | 1.07 | 0.537 | 0.530
Combinational | 0.232 | 0.161 | 0.0709
Total | 2.61 | 1.98 | 0.630
## how the worst max path moves through the flow
stage,from,end
4_1_cts,timing_gen_xy_m0.x_cnt[11],v_data[3]
5_1_grt,timing_gen_xy_m0.x_cnt[11],v_data[4]
6_report,timing_gen_xy_m0.x_cnt[11],v_data[2]
## critical path, stage by stage, from the launching register on
cell and delay [ps]:
dfrtp_1 410, or4_4 560, or4_1 460, or4b_1 790, a22oi_4 360, o21ai_2 110, buf_12 180, a21oi_1 140
## layout make-up
type,count,area (µm²)
Clock buffer,9,225
Clock inverter,7,88.8
Fill cell,3074,22700
Inverter,26,97.6
Multi-Input combinational cell,248,1640
Sequential cell,104,2200
Tap cell,384,480
Timing Repair Buffer,135,1330
Power is estimated from default activity; no workload was simulated.
