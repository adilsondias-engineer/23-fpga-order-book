--- flow/design.v ---
module uart_debug_tx #(
    parameter CLK_FREQ = 250_000_000,   
    parameter BAUD_RATE = 115200
)(
    input  wire        clk,
    input  wire        rst_n,
    input  wire        link_up,
    input  wire [31:0] counter_val,
    output reg         uart_tx
);
    localparam CLKS_PER_BIT = CLK_FREQ / BAUD_RATE;   
    reg [11:0] baud_cnt;
    reg baud_tick;
    always @(posedge clk or negedge rst_n) begin
        if (!rst_n) begin
            baud_cnt <= 0;
            baud_tick <= 0;
        end else begin
            if (baud_cnt >= CLKS_PER_BIT - 1) begin
                baud_cnt <= 0;
                baud_tick <= 1;
            end else begin
                baud_cnt <= baud_cnt + 1;
                baud_tick <= 0;
            end
        end
    end
    localparam MSG_INTERVAL = CLK_FREQ / 2;
    reg [27:0] msg_timer;
    reg msg_trigger;
    always @(posedge clk or negedge rst_n) begin
        if (!rst_n) begin
            msg_timer <= 0;
            msg_trigger <= 0;
        end else begin
            if (msg_timer >= MSG_INTERVAL - 1) begin
                msg_timer <= 0;
                msg_trigger <= 1;
            end else begin
                msg_timer <= msg_timer + 1;
                msg_trigger <= 0;
            end
        end
    end
    localparam IDLE = 0, LOAD = 1, START = 2, DATA = 3, STOP = 4, NEXT = 5;
    reg [2:0] state;
    reg [3:0] bit_cnt;
    reg [7:0] tx_byte;
    reg [4:0] msg_idx;
    reg [7:0] msg_buf [0:15];
    reg [31:0] latched_counter;
    reg latched_link;
    function [7:0] hex_to_ascii;
        input [3:0] hex;
        begin
            if (hex < 10)
                hex_to_ascii = 8'h30 + hex;   
            else
                hex_to_ascii = 8'h41 + hex - 10;   
        end
    endfunction
    always @(posedge clk or negedge rst_n) begin
        if (!rst_n) begin
            state <= IDLE;
            uart_tx <= 1;
            bit_cnt <= 0;
            msg_idx <= 0;
            latched_counter <= 0;
            latched_link <= 0;
        end else begin
            case (state)
                IDLE: begin
                    uart_tx <= 1;
                    if (msg_trigger) begin
                        latched_counter <= counter_val;
                        latched_link <= link_up;
                        msg_buf[0]  <= "L";
                        msg_buf[1]  <= "=";
                        msg_buf[2]  <= link_up ? "1" : "0";
                        msg_buf[3]  <= " ";
                        msg_buf[4]  <= "C";
                        msg_buf[5]  <= "=";
                        msg_buf[6]  <= hex_to_ascii(counter_val[31:28]);
                        msg_buf[7]  <= hex_to_ascii(counter_val[27:24]);
                        msg_buf[8]  <= hex_to_ascii(counter_val[23:20]);
                        msg_buf[9]  <= hex_to_ascii(counter_val[19:16]);
                        msg_buf[10] <= hex_to_ascii(counter_val[15:12]);
                        msg_buf[11] <= hex_to_ascii(counter_val[11:8]);
                        msg_buf[12] <= hex_to_ascii(counter_val[7:4]);
                        msg_buf[13] <= hex_to_ascii(counter_val[3:0]);
                        msg_buf[14] <= 8'h0D;   
                        msg_buf[15] <= 8'h0A;   
                        msg_idx <= 0;
                        state <= LOAD;
                    end
                end
                LOAD: begin
                    tx_byte <= msg_buf[msg_idx];
                    bit_cnt <= 0;
                    state <= START;
                end
                START: begin
                    if (baud_tick) begin
                        uart_tx <= 0;   
                        state <= DATA;
                    end
                end
                DATA: begin
                    if (baud_tick) begin
                        uart_tx <= tx_byte[bit_cnt];
                        if (bit_cnt == 7) begin
                            state <= STOP;
                        end else begin
                            bit_cnt <= bit_cnt + 1;
                        end
                    end
                end
                STOP: begin
                    if (baud_tick) begin
                        uart_tx <= 1;   
                        state <= NEXT;
                    end
                end
                NEXT: begin
                    if (baud_tick) begin
                        if (msg_idx == 15) begin
                            state <= IDLE;
                        end else begin
                            msg_idx <= msg_idx + 1;
                            state <= LOAD;
                        end
                    end
                end
                default: state <= IDLE;
            endcase
        end
    end
endmodule
--- flow/run.sh ---
#!/bin/bash
# OpenROAD 26Q1-2900-gdf79404cd8, Yosys 0.63+post, stock flow scripts
make -C /OpenROAD-flow-scripts/flow DESIGN_CONFIG=/design/flow/config.mk WORK_HOME=/design/flow/orfs finish
--- flow/config.mk ---
export PLATFORM = sky130hd
export DESIGN_NAME = uart_debug_tx
export DESIGN_NICKNAME = uart_debug_tx
export VERILOG_FILES = /design/flow/design.v
export SDC_FILE = /design/flow/constraint.sdc
export NUM_CORES = 4
export LEC_CHECK = 1
export CORE_UTILIZATION = 50
--- flow/constraint.sdc ---
current_design uart_debug_tx

set clk_period 3.2
set clk_io_pct 0.2

create_clock -name clk0 -period $clk_period [get_ports {clk}]

set non_clock_inputs [all_inputs -no_clocks]
set_input_delay [expr $clk_period * $clk_io_pct] -clock clk0 $non_clock_inputs
set_output_delay [expr $clk_period * $clk_io_pct] -clock clk0 [all_outputs]
==> impl_metrics.ini <==
; generated from flow reports
[detailed_routing]
detail_route.first_pass.iterations = 5
num_antenna_cells = 0
drt-initial-drc-count = 274
wl_per_cell_um = 15.8
drc = 0
wl_mm = 12.6
dr_total_vias = 4466
antenna_violating_nets_post_route = 0
vias_cell = 5.62

[clocking]
clkLatencyLatePin_ns = 0.41
numCtsBuffers = 17
cts.repair_timing.setup_buffer_count = 0
post_cts_hold_buffer_count = 0
cts_tree = built
cts.path.max_buffers = 2
cts.sinks = 122
post_cts_resized = 0
cts.root.buffer_cell = clkbuf_16
clkSlewWorstSetupHoldPaths_ns = 0.05
number_of_h_tree_branching_levels = 4

[global_route]
antenna_found_initial = 0
grt_pass1_vias = 4329
global_route.overflow_total = 0
grt_max_degree = 59
globalRouteTotalUtil_pct = 22.4
grt_first_pass_wirelength_mm = 21.3

[setup_path]
arrival_ns = 2.60
critPathCaptureType = flop
critical_path_required_ns = 3.47
critPathLaunchType = flop
worst-path-max-fanout = 16
critical_path_class = flop to flop

[floorplan]
design.core.area_sq_um = 12100
floorplan.core_util_pct = 51.6
die_h_um = 114
design.die.area_sq_um = 12900
num_io_pins = 36
core.rowCount = 40
die_width_um = 114

[finish]
post_route_cells_drive_above_1_share_pct = 7.34
layoutNonFillerInstCount = 795
postLayoutCellArea_sq_um = 7280
final-seq-area_sq_um = 3380
area_growth_syn_to_layout_pct = 17.0
postLayoutCoreUtil_pct = 60.4
layout.area.comb_sq_um = 2560
fillers = 952

[final_timing]
postLayoutSetupSlackWorst_ns = 0.874
timing_worst_slew_pin_value_ns = 0.832
timing.max_slew.rel_slack_pct = 44.4
clock.fmax_ghz = 0.430
slew_viol_final = 0
post_route_minimum_period_ns = 2.33
finalSetupViolCount = 0
fin_skew_ns = 0.00591
tns_ns = 0
finalClockPeriodUsage_pct = 72.7
unrepaired_setup_endpoints_after_global_routing = no
final-hold-violation-count = 0

[pwr]
maximum_vdd_drop_mv = 0.347
power-per-cell-area_nw_per_um2 = 514
cellLeakagePower_nw = 2.83

[place]
port_buffers = 35
post-dp-hpwl_mm = 8.61
dpl_worst_slack_ns = 0.900
placed_area_sq_um = 6690
gpl.final_weighted_congestion = 0.860
post-place-cells = 764

[synth]
post_synth_inst_count = 583
ys_seq_share_pct = 54.3
ys.flops = 122
mean_cell_area_of_the_mapped_netlist_sq_um = 10.7
edff_count_synth = 64
synth.distinct_cells = 57
synth_chip_area_sq_um = 6220
synth_warnings = 2
ff_type = edfxtp_1
yosysCellCount = 583
asyncSetResetFlopFracSynth_pct = 47.5
syn_area_sq_um = 6220

[outcome]
outcome = finished clean

[job]
warnings = 30
drv_cap = 0

[min_path]
hp-class = input pin to async pin
==> routing by layer <==
layer | global-route usage (%) | vias up | share of wire [%]
met3 | 5.20 | 11 | 4.1
met5 | 0 | - | 0
met4 | 3.16 | 0 | 1.3
li1 | - | 2236 | -
met1 | 33.4 | 2124 | 45
met2 | 36.7 | 95 | 50
==> cells by family (layout without fill, tap and decap cells) <==
logic type / count (synthesis) / count (layout) / share of synthesized area (%)
AOI/OAI and AO/OA: 138 / 138 / 15.2
xor gates and xnor gates: 30 / 30 / 4.22
adders and majority gates: 18 / 18 / 3.62
buffers and inverters: 71 / 115 / 4.69
DFF: 122 / 122 / 54.3
muxes: 8 / 8 / 1.55
other: 1 / 1 / 0.0603
and+or+nand+nor: 195 / 195 / 16.4
==> Yosys cell counts, types with 2 or more instances <==
cell type	number	area (sq um)
dfstp_2	2	52.6
o21a_1	2	15.0
a221o_1	4	40.0
a21o_1	10	75.1
and4_1	3	26.3
nand3b_1	3	22.5
a22o_1	3	26.3
nand2b_1	2	12.5
buf_6	3	33.8
a221oi_1	6	52.6
nand2_1	50	188
nor4_1	4	25.0
inv_1	43	161
a211oi_1	15	113
nor2_1	26	97.6
a22oi_1	7	52.6
or2_2	2	12.5
mux2i_1	4	40.0
nor3_1	16	80.1
or3_1	6	37.5
nand4_1	13	81.3
edfxtp_1	64	1920
xnor2_1	17	149
xor2_1	13	114
o211ai_1	5	37.5
o31ai_1	11	82.6
a31oi_1	6	37.5
and3_1	14	87.6
clkbuf_1	22	82.6
o22ai_1	2	12.5
nor2b_1	6	37.5
dfrtp_1	56	1400
a211oi_2	2	25.0
o21ai_0	32	160
nand3_1	30	150
or4_1	14	105
buf_2	2	10.0
a21oi_1	23	115
mux2_2	3	33.8
ha_1	18	225
a32oi_1	3	26.3
==> power breakdown <==
| group | switching (mW) | internal, mW | leakage, nW |
|---|---|---|---|
| sequential | 0.00444 | 1.67 | 1.35 |
| clock | 0.630 | 1.28 | 0.292 |
| combinational | 0.0812 | 0.0733 | 1.18 |
| total | 0.716 | 3.02 | 2.83 |
==> critical path, stage by stage (launching register included) <==
cell and delay, ns:
dfrtp_1 0.38, ha_1 0.24, and4_1 0.30, nand2_1 0.15, a2111oi_4 0.70, buf_4 0.35, a211oi_1 0.07
==> layout by cell type, fill, tap and decap left out, drive strengths merged, types with 4 or more instances in the layout <==
cell / Yosys / routed
nor4: 4 / 4
a221o: 4 / 4
nor2b: 6 / 6
clkinv: 1 / 8
bufinv: 0 / 4
a221oi: 6 / 6
nor3: 16 / 16
a21o: 10 / 10
nand2: 50 / 50
a211oi: 17 / 17
nand4: 13 / 13
dfrtp: 56 / 56
inv: 43 / 43
xnor2: 17 / 17
a22oi: 7 / 7
edfxtp: 64 / 64
o211ai: 5 / 5
ha: 18 / 18
and3: 14 / 14
a31oi: 6 / 6
o31ai: 11 / 11
buf: 5 / 6
xor2: 13 / 13
a21oi: 23 / 23
clkdlybuf4s50: 0 / 34
o21ai: 33 / 33
nand3: 30 / 30
nor2: 26 / 26
or3: 6 / 6
clkbuf: 22 / 20
or4: 14 / 14
mux2i: 4 / 4
==> cell type report <==
type                            count  area share, %
Clock buffer                       20           6.00
Clock inverter                     11           2.10
Inverter                           44           2.27
Multi-Input combinational cell    390           35.1
Sequential cell                   122           46.4
Tap cell                          168           2.89
Timing Repair Buffer               40           5.26
==> worst paths after layout <==
path / startpoint / endpoint / slack (ns) / depth (start not counted)
max: msg_timer[0] / msg_timer[24] / 0.87 / 6
min: rst_n / msg_timer[12] / 0.46 / 2
max reg2reg: msg_timer[0] / msg_timer[24] / 0.87 / 6
min reg2reg: baud_cnt[11] / baud_cnt[11] / 0.48 / 1
max in group asynchronous: rst_n / msg_timer[3] / 2.26 / 2
min in group clk0: baud_cnt[11] / baud_cnt[11] / 0.48 / 1
==> flip-flops by register name (all words and copies together) (netlist names), named ones only <==
signal and flops:
msg_idx 5, baud_cnt 12, msg_timer 28, uart_tx 1, msg_trigger 1, state 5
msg_buf 57, baud_tick 1, tx_byte 7, bit_cnt 4
==> through the flow <==
step / hold WS [ns] / total power, mW
detailed placement: 0.459 / 1.85
finish: 0.456 / 3.74
global placement: 0.463 / 1.85
floorplan: 0.344 / 1.77
global route: 0.503 / 3.88
CTS: 0.477 / 3.78
Power figures rest on the tool's default switching activity, not on a simulated workload.
